## flow/design.v

```verilog
module data_mem (
    input clk,
    input [31:0] addr,
    input [31:0] dataW,
    input memRW,
    output [31:0] dataR
);
    reg [31:0] memory[0:255];
    assign dataR= memory[addr[9:2]];
    always @(posedge clk ) begin
        if (memRW) begin
        memory[addr[9:2]]<=dataW;
        end
    end
endmodule
```

## flow/run.sh

```bash
#!/bin/bash
# OpenROAD 26Q1-2900-gdf79404cd8, Yosys 0.63+post, stock flow scripts
make -C /OpenROAD-flow-scripts/flow DESIGN_CONFIG=/design/flow/config.mk WORK_HOME=/design/flow/orfs finish
```

## flow/config.mk

```make
export PLATFORM = sky130hd
export DESIGN_NAME = data_mem
export DESIGN_NICKNAME = data_mem
export VERILOG_FILES = /design/flow/design.v
export SDC_FILE = /design/flow/constraint.sdc
export NUM_CORES = 4
export LEC_CHECK = 1
export CORE_UTILIZATION = 30
export SYNTH_MEMORY_MAX_BITS = 65536
```

## flow/constraint.sdc

```tcl
current_design data_mem

set clk_period 52.6
set clk_io_pct 0.2

create_clock -name clk0 -period $clk_period [get_ports {clk}]

set non_clock_inputs [all_inputs -no_clocks]
set_input_delay [expr $clk_period * $clk_io_pct] -clock clk0 $non_clock_inputs
set_output_delay [expr $clk_period * $clk_io_pct] -clock clk0 [all_outputs]
```

==> job_summary.md <==
### Metrics collected by this job

| Metric | Value |
|---|---|
| Status | complete, no violations |
| Via count | 144000 |
| I/O pin cnt | 98 |
| Leak pwr | roughly 110 nW |
| Avg Vias per Cell | 5.07 |
| H-tree depth | 6 |
| Peak supply drop | 0.0380 mV |
| Final setup viols | 0 |
| Clk network pwr share | 0.409 |
| Cell Type Count | 21 |
| Worst Hold End | memory[124][3]$_DFFE_PP_ |
| Final max-slew violation count | 0 |
| Power Density | 37.1 nW/um2 |
| Slew @ Worst Pin | around 1300 ps |
| GRT Overall Usage | 0.169 |
| Largest net degree at the start of global routing | 128 |
| Grt ovf | 0 |
| Routed WL | slightly above 800000 um |
| Area grow syn2layout | 15.8% |
| Synthesis area per yosys | 308000 um2 |
| Setup TNS | 0 ps |
| Area leader, netlist | edfxtp_1 |
| Num CTS Buffers | 804 |
| WL per Instance | 28.9 um |
| Switching pwr | 2.85 mW |
| Share of cells above drive strength 1 | 0.297 |
| Initial DRT Pass Iterations | 8 |
| Sequential power share | 0.543 |
| Area leader share | 0.798 |
| Required @ worst endpoint | 42080 ps |
| RSZ-0062 raised after global routing | false |
| Clk root buf | clkbuf_16 |
| Port Buffer Count | between 70 and 80 |
| Avg Synthesized Cell Area | 23.6 um2 |
| WP data arrival | 18810 ps |
| Mapped cell area | 308000 um2 |
| Cell Rows | 372 |
| Min-Delay Startpoint | dataW[3] |
| Tool Warnings | 53 |
| GP Congestion | 0.898 |
| Initial DRC Count | 9609 |
| Cts hold-fix bufs | 0 |
| Synth flops | 8192 |
| HPWL Detailed | 463000 um |
| Cell-internal power | roughly 10 mW |
| Critical Path End Type | output pin |
| Starting density of the core | 0.301 |
| Post-route DRC violation count | 0 |
| Synth Instances | 13100 |
| Slew margin rel. | 0.121 |
| Die H | 1020 um |
| Final period utilization | 0.558 |
| Core area | between 1000000 and 1500000 um2 |
| Vias in the first global route | ~160k |
| Combinational power share | 0.048 |
| Antenna viol nets, final | 0 |
| Synth Warn # | 1 |
| Peak Freq | about 34 MHz |
| Register area share after synthesis | 0.798 |
| Die Wd | 1020 um |
| Post-CTS Setup Inserts | 0 |
| Crit-path max FO | 63 |
| Clk pin slew, worst setup/hold paths | 60 ps |
| Largest register FFs | 8192 |
| Deepest clock path buffer count | 4 |
| Total Power | 13.3 mW |
| Max-cap violations | 0 |
| Die ar. | 1030000 um2 |
| # Cells Yosys | approximately 13000 |
| CP Class | in -> out |
| Initial antenna violation count | 37 |
| Sw Share | 0.215 |
| First-pass GRT wire length | between 1000000 and 1500000 um |
| CTS tree | built |
| Hold Crit Class | in -> reg |
| Hold violation count in the final report | 0 |
| Fill cell total of the finished layout | between 90000 and 100k |
| Startpoint Class | input pin |
| Tmin final | 29330 ps |
| Top cells, area | edfxtp_1 (80%), mux4_2 (15%), a22oi_1 (2.5%) |
| Post_cts resized | 0 |
| Post-layout util | 0.348 |
| Clock sinks | 8192 |
| Hold Path Stages | 1 |
## cell usage in the layout (no fill, tap or decap), drive strengths merged
cell type,count
nor3,30
mux4,2048
clkdlybuf4s50,39
nand2b,6
inv,25
o41ai,128
clkbuf,1031
bufinv,33
or3,1
or2,2
and2,3
buf,878
clkinv,382
nand3,13
edfxtp,8192
nor2,232
a21oi,512
nor2b,7
a22oi,1024
nand2,28
nand4,32
clkinvlp,8
diode,30
## worst max-delay path: stages
cell	delay, ps
buf_16	320
buf_4	590
buf_4	650
buf_4	630
buf_4	660
buf_4	520
buf_4	620
buf_4	660
mux4_2	620
a22oi_1	190
a21oi_1	150
o41ai_2	770
buf_4	270
nand4_1	700
clkdlybuf4s50_1	650
## per-stage QoR
step | worst slack (ps) | instances | area [um2] | hold WS (ps)
2_1_floorplan | 29700 | 13100 | 308000 | 10620
3_3_place_gp | 22830 | 26800 | 332000 | 10890
3_5_place_dp | 22880 | 26800 | 332000 | 10900
4_1_cts | 22890 | 28300 | 357000 | 9630
5_1_grt | 22640 | 28300 | 357000 | 9690
6_report | 23270 | 28300 | 357000 | 9740
## worst max path at each step
stage                   start        end  slack (ps)  cells after the start
after CTS             addr[2]  dataR[15]       22890                     15
after global routing  addr[2]  dataR[15]       22640                     15
final                 addr[2]  dataR[15]       23270                     15
## cell usage after synthesis
cell type  count
nor2_1       232
nor3_1        30
o41ai_1      128
or2_2          2
a21oi_1      512
a22oi_1     1024
nand2b_1       6
nor2b_1        7
nand2_1       28
edfxtp_1    8192
and2_1         3
buf_6          4
buf_4         21
nand3_1       13
buf_1         64
clkbuf_1     498
inv_1          1
buf_2        209
or3_1          1
mux4_2      2048
nand4_1       32
## power by group through the flow
stage | registers (mW) | logic [mW] | clock network, mW
global route | 7.20 | 0.675 | 5.75
finish | 7.20 | 0.632 | 5.42
CTS | 7.20 | 0.640 | 5.51
## area by class of cell
class / count / area [um2] / share of cell area
Antenna cell: 30 / 75.1 / 0.000210
Clock buffer: 1031 / 21100 / 0.0589
Clock inverter: 447 / 3730 / 0.0104
Inverter: 1 / 3.75 / 0.0000105
Multi-Input combinational cell: 4066 / 61800 / 0.173
Sequential cell: 8192 / 246000 / 0.689
Tap cell: 13700 / 17100 / 0.0478
Timing Repair Buffer: 917 / 7460 / 0.0209
## layer usage
metal | GRT usage | vias up | part of all wire
met5 | 0.00887 | - | 0.00081
met4 | 0.0661 | 21 | 0.051
met3 | 0.146 | 1341 | 0.19
met2 | 0.254 | 10100 | 0.47
met1 | 0.164 | 73400 | 0.29
li1 | - | 58800 | -
## logic make-up (layout without fill, tap and decap cells)
| kind of cell | count (synthesis) | after routing | share of synthesized area |
|---|---|---|---|
| AOI/OAI and AO/OA | 1664 | 1664 | 0.0369 |
| buffers and inverters | 797 | 2396 | 0.0109 |
| DFF | 8192 | 8192 | 0.798 |
| muxes | 2048 | 2048 | 0.150 |
| other | 0 | 30 | 0 |
| and+or+nand+nor | 354 | 354 | 0.00490 |
Power figures rest on the tool's default switching activity, not on a simulated workload.
