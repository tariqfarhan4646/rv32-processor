<file path="config.mk">
export PLATFORM = sky130hd
export DESIGN_NAME = inst_mem
export DESIGN_NICKNAME = inst_mem
export VERILOG_FILES = /design/flow/design.v
export SDC_FILE = /design/flow/constraint.sdc
export NUM_CORES = 4
export LEC_CHECK = 1
export CORE_AREA = 10 10 70 70
export DIE_AREA = 0 0 80 80
export SYNTH_MEMORY_MAX_BITS = 65536
</file>
<file path="constraint.sdc">
current_design inst_mem

set clk_period 2.4
set clk_io_pct 0.2

create_clock -name clk0 -period $clk_period

set non_clock_inputs [all_inputs -no_clocks]
set_input_delay [expr $clk_period * $clk_io_pct] -clock clk0 $non_clock_inputs
set_output_delay [expr $clk_period * $clk_io_pct] -clock clk0 [all_outputs]
</file>
<file path="design.v">
module inst_mem (
    input [31:0] addr,
    output [31:0] dataR
);
    reg [31:0] memory [0:255];
    assign dataR = (addr[9:2] < 256) ? memory[addr[9:2]] : 32'h00000013;
    initial begin
         memory[0] = 32'h00500093 ; 
        memory[1] = 32'h00300113 ; 
        memory[2] = 32'h002081B3  ;  
        memory[3] = 32'h40208233 ; 
         memory[4] = 32'h0020F2B3  ; 
        memory[5] = 32'h00A00093;  
        memory[6] = 32'h0140A113;  
        memory[7] = 32'h00F0F193;  
        memory[8]  = 32'h06400093;  
        memory[9]  = 32'h0A500113;  
        memory[10]=32'h00000013;  
        memory[11] = 32'h0020A023;  
        memory[12] = 32'h00500093;  
        memory[13] = 32'h00500113;  
        memory[14] = 32'h00000013;  
        memory[15] = 32'h00208463;  
        memory[16] = 32'h00000013;  
        memory[17] = 32'h07B00193;  
        memory[18] = 32'h123450B7;  
        memory[19] = 32'h00010117;  
        memory[20] = 32'h008000EF;  
        memory[21] = 32'h00000013;  
        memory[22] = 32'h00100113;  
        end
endmodule
</file>
<file path="run.sh">
#!/bin/bash
# OpenROAD 26Q1-2900-gdf79404cd8, Yosys 0.63+post, stock flow scripts
make -C /OpenROAD-flow-scripts/flow DESIGN_CONFIG=/design/flow/config.mk WORK_HOME=/design/flow/orfs finish
</file>
==> ci_impl_report.md <==
## Synthesis and layout report

| Metric | Value |
|---|---|
| DRT iter0 DRCs | `74` |
| Initial DRT Pass Iterations | `4` |
| # diodes | `0` |
| Total congestion overflow | `0` |
| Grt met3 use | `0.0205` |
| Grt met1 use | `0.0751` |
| Synth Seq Share | `0` |
| Final GP Congestion | `0.800` |
| Residual DRC count | `0` |
| WL per Instance | `12.0 um` |
| Final hold violation count | `0` |
| Min cycle time layout | `2.33 ns` |
| Placed inst area | `1050 sq um` |
| Hold WC Path Type | `in2out` |
| Util after Layout | `0.345` |
| DP HPWL | `1.74 mm` |
| Endpoints failing setup | `0` |
| Initial antenna violation count | `0` |
| OpenROAD warning count | `64` |
| Layout clock buffer count | `0` |
| Cells after Synth | `89` |
| P_leak | `0.000544 uW` |
| Share of cells above drive strength 1 | `0.363` |
| Critical Path Source Type | `input pin` |
| Hold_ws | `1.60 ns` |
| Die x size | `80 um` |
| Post-Syn Area | `604 sq um` |
| Cell Pwr Density | `150 nW/um^2` |
| Yosys warns | `1` |
| Global-route wire length before repair | `3.30 mm` |
| Worst Hold End | `dataR[8]` |
| Hold path startpoint | `addr[2]` |
| Core area | `3420 sq um` |
| Total Routing Usage GR | `0.0603` |
| Fin crit share | `0.969` |
| FILL cells | `368` |
| Seq cells | `0` |
| Die Size | `6400 sq um` |
| Logic area | `569 sq um` |
| Synthesis-to-layout area growth | `95.2%` |
| Die span in y | `80 um` |
| Max-cap violation count | `0` |
| Tot Pwr | `177 uW` |
| Data arrival, critical path | `1.85 ns` |
| Grt peak-use layer | `met2` |
| Core Util at FP | `0.177` |
| Via Count | `757` |
| Crit path kind | `in2out` |
| Yosys stat chip area | `604 sq um` |
| Pin count of the biggest net entering global routing | `17` |
| Max-slew violations | `0` |
| Io pins | `64` |
| Worst Path Required | `1.92 ns` |
| Final instance area | `1180 sq um` |
| Area taken by flip-flops and latches | `0 sq um` |
| Unique cell types | `32` |
| Worst Hold Depth | `5` |
| Most frequent cells in the layout | `20 x clkdlybuf4s50_1, 20 x buf_4, 7 x conb_1, 6 x nor2_1, 6 x nand2_1` |
| Via/cell ratio | `4.18` |
| Status | `finished, final reports clean` |
| Port Buffer Count | `30` |
| GR Layer Usage met2 | `0.104` |
| Maximum VDD drop | `0.0000649 V` |
| Rows | `21` |
| CP Capture Type | `output pin` |
| CP Max Fanout | `5` |
| Dpl ws | `-0.367 ns` |
| Routed Antenna Nets | `0` |
| FMAX | `430 MHz` |
| Total wire length | `2.17 mm` |
| # Cells Yosys | `89` |
| Vias in the first global route | `721` |
| Final worst setup slack | `0.0737 ns` |
| Syn_area_per_cell | `6.79 sq um` |
## critical path, stage by stage
cell,delay (ns)
clkdlybuf4s15_2,0.20
buf_6,0.14
ha_2,0.19
and2_1,0.17
a311oi_2,0.19
a21oi_1,0.07
clkdlybuf4s50_1,0.41
## cell usage after synthesis, types with 2 or more instances
cell type | n | area, sq um
inv_1 | 4 | 15.0
a21oi_1 | 4 | 20.0
nor2_1 | 6 | 22.5
nor3_1 | 2 | 10.0
conb_1 | 2 | 7.51
o21ai_0 | 2 | 10.0
nand3_1 | 2 | 10.0
buf_4 | 12 | 90.1
mux2i_1 | 3 | 30.0
nand2b_1 | 4 | 25.0
nor2b_1 | 3 | 18.8
and2_1 | 5 | 31.3
ha_1 | 6 | 75.1
nand2_1 | 8 | 30.0
a311oi_1 | 2 | 17.5
a31oi_1 | 5 | 31.3
or2_1 | 2 | 12.5
buf_6 | 2 | 22.5
o21ai_1 | 2 | 10.0
## kinds of logic (layout without fill, tap and decap cells)
logic type,after synthesis,in the layout,synth area share
compound gates,20,20,0.217
fa+ha+maj,6,6,0.124
simple gates,38,38,0.360
buf+inv,20,61,0.236
other cells,2,7,0.0124
mux,3,3,0.0497
## layer usage
metal / vias to the layer above / part of all wire / routed length, um
met5: - / 0 / 0
met4: 0 / 0 / 0
met3: 0 / 0.10 / 219
met2: 26 / 0.47 / 1030
met1: 345 / 0.42 / 920
li1: 386 / - / -
## what timing repair did
action	4_1_cts	5_1_grt
hold buffers	0	0
buffers inserted	2	0
pin swaps	3	3
setup endpoints to repair	25	11
resized	23	14
## metrics by stage
stage	TNS (ns)	std cells
after CTS	0	181
after floorplan	0	94
after detailed placement	-6.06	179
after global routing	-0.0283	181
after global placement	-5.93	179
final	0	181
## area by class of cell
type                            count  area share
Multi-Input combinational cell     74       0.483
Timing Repair Buffer               55       0.443
Inverter                            6      0.0255
Tap cell                           46      0.0488
## report_power, final
group          switching [uW]  internal, uW  total, uW
combinational            72.0           105        177
sequential                  0             0          0
clock                       0             0          0
total                    72.0           105        177
## worst max path at each step
stage,startpoint,end,slack [ns]
CTS,addr[2],dataR[13],0.004
global route,addr[2],dataR[21],-0.03
finish,addr[2],dataR[21],0.07
Power is estimated from default activity; no workload was simulated.
