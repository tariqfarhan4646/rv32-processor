## design/flow/config.mk

```make
export PLATFORM = sky130hd
export DESIGN_NAME = reg_file
export DESIGN_NICKNAME = reg_file
export VERILOG_FILES = /design/flow/design.v
export SDC_FILE = /design/flow/constraint.sdc
export NUM_CORES = 4
export LEC_CHECK = 1
export CORE_UTILIZATION = 50
```

## design/flow/constraint.sdc

```tcl
current_design reg_file

set clk_period 5.9
set clk_io_pct 0.2

create_clock -name clk0 -period $clk_period [get_ports {clk}]

set non_clock_inputs [all_inputs -no_clocks]
set_input_delay [expr $clk_period * $clk_io_pct] -clock clk0 $non_clock_inputs
set_output_delay [expr $clk_period * $clk_io_pct] -clock clk0 [all_outputs]
```

## design/flow/design.v

```verilog
module reg_file (
    input clk,
    input RegWEn,
    input [4:0] rs1,
    input [4:0] rs2,
    input [4:0] rsW,
    input [31:0] dataW,
    output [31:0] data1,
    output [31:0] data2
);
    reg [31:0] registers [31:0];
    assign data1 = (rs1 == 5'd0) ? 32'd0 : registers[rs1];
    assign data2 = (rs2 == 5'd0) ? 32'd0 : registers[rs2];
    always @(posedge clk) begin
        if (RegWEn && rsW != 5'd0) begin
            registers[rsW] <= dataW;
        end
    end
endmodule
```

## design/flow/run.sh

```bash
#!/bin/bash
# OpenROAD 26Q1-2900-gdf79404cd8, Yosys 0.63+post, stock flow scripts
make -C /OpenROAD-flow-scripts/flow DESIGN_CONFIG=/design/flow/config.mk WORK_HOME=/design/flow/orfs finish
```

==> impl_table.tex <==
% Generated from flow reports
\begin{tabular}{lr}
\hline
Metric & Value \\
\hline
\multicolumn{2}{l}{\textbf{Final timing}} \\
\quad Transition time at the pin with the least slew margin & approximately 1.1 ns \\
\quad Number of hold-slack violations in the final timing report & 0 \\
\quad Setup total negative slack & 0 ns \\
\quad RSZ-0062 raised after global routing & false \\
\quad Final tally of setup violations & 0 \\
\quad Fraction of the cycle the final worst path needs & between 90\% and 100\% \\
\quad Highest attainable clock frequency & about 190 MHz \\
\quad Final Worst Setup Slack & 0.533 ns \\
\quad Max-slew violations & 0 \\
\quad Max transition margin & 25.8\% \\
\quad Period minus WS final & about 5.4 ns \\
\multicolumn{2}{l}{\textbf{CTS}} \\
\quad Number of clock buffers inserted by TritonCTS & 109 \\
\quad CTS Sinks & about 1.0k \\
\quad Worst-path clk slew & 0.06 ns \\
\quad Post-CTS Hold Fix Bufs & 0 \\
\quad Number of setup buffers added after CTS & 0 \\
\quad Max Root-Sink Buffers & 3 \\
\quad Master cell of the clock root buffer & clkbuf\_16 \\
\quad Number of H-tree branching levels & 3 \\
\quad TritonCTS clock tree & yes \\
\quad CTS resizes & 0 \\
\multicolumn{2}{l}{\textbf{Global route}} \\
\quad Number of global-route vias before repair & $\sim$32k \\
\quad Maximum number of pins on one net before global-route repair & between 80 and 90 \\
\quad Number of antenna violations at the first check in global routing & 3 \\
\quad Remaining global-route overflow & 0 \\
\quad Global-route wire length before repair & $\sim$220 mm \\
\quad GRT Overall Usage & between 30\% and 40\% \\
\multicolumn{2}{l}{\textbf{Final layout}} \\
\quad Flip-flop count of the largest register after layout & roughly 1.0k \\
\quad Fraction of final layout cells sized beyond drive strength 1 & 28.5\% \\
\quad Largest registers & registers x1024 \\
\quad Area added between synthesis and finish & 15.1\% \\
\quad Largest register by flop count & registers \\
\quad Layout Cell Area excl Fill & $\sim$55000 µm² \\
\quad Count of filler cells inserted in the layout & 6855 \\
\multicolumn{2}{l}{\textbf{Logic synthesis}} \\
\quad Mux contribution to synthesized area & 25.0\% \\
\quad Most area-hungry cell type in the Yosys netlist & edfxtp\_1 \\
\quad Number of distinct library cell variants in the gate-level netlist after synthesis & 39 \\
\quad Post-synth tally of flip-flops with integrated enable & 1024 \\
\quad Synthesized area divided by synthesized cell count & approximately 19 µm² \\
\quad Cell area leaders & edfxtp\_1, mux4\_2, mux2i\_1 \\
\quad Basic Gates by Area & between 2 and 2.5\% \\
\quad Proportion of register bits with asynchronous set or reset after synthesis & 0\% \\
\quad Fraction of synthesized cell area in xor and xnor cells & 0\% \\
\quad Most used standard cells in the synthesized netlist & edfxtp\_1, mux2i\_1, mux4\_2 \\
\quad Yosys Chip Area & 47900 µm² \\
\quad Most frequent cell after synthesis & edfxtp\_1 \\
\quad Total of flip-flops plus latches after synthesis & around 1.0k \\
\quad Post-Synthesis Cell Area & around 48000 µm² \\
\quad Number of cells in the yosys synthesis report & between 2k and 3k \\
\quad Post-synthesis share of cell area spent on full adders, half adders and majority gates & 0\% \\
\quad Largest family of logic cells by area & multiplexers \\
\quad Post-synth seq share & 64.2\% \\
\quad Area fraction in compound gates & about 6.2\% \\
\quad Largest type area fraction & 64.2\% \\
\quad Instance count of the mapped netlist & around 2.6k \\
\quad Yosys Warn Count & 1 \\
\quad Main flop type & edfxtp\_1 \\
\multicolumn{2}{l}{\textbf{Power and ir drop}} \\
\quad Switch Pwr & about 0.0038 W \\
\quad Reported leakage power & $\sim$18 nW \\
\quad Overall power consumption & between 0.015 and 0.02 W \\
\quad Fraction of power spent switching nets & 22.7\% \\
\quad Worst-case vdd ir drop & between 200 and 300 µV \\
\quad Cell Int Power & around 0.013 W \\
\quad Combinational group share of total power & approximately 9\% \\
\quad Share of power burned in the clock network & 42.4\% \\
\quad Part of the power in registers & around half \\
\quad Total power per unit cell area & about 300 nW/µm² \\
\multicolumn{2}{l}{\textbf{Critical path}} \\
\quad CP cell instances & buf\_2, nand2b\_2, buf\_4, o21ai\_1, a311oi\_1, clkdlybuf4s50\_1 \\
\quad CP Launch Type & input port \\
\quad Max stage delay cell, worst path & a311oi\_1 \\
\quad CP Max Fanout & 14 \\
\quad Signal arrival time at the worst endpoint & 4.19 ns \\
\quad Critical Path RT & about 4.7 ns \\
\quad Kind of end point of the critical path & primary output \\
\quad Class of the most critical setup path & input port to primary output \\
\quad Highest cell delay on the worst timing path & around 0.70 ns \\
\multicolumn{2}{l}{\textbf{Run status}} \\
\quad Result of the run & complete, no violations \\
\multicolumn{2}{l}{\textbf{Min path}} \\
\quad Kind of path behind the tightest hold check & input port to flip-flop \\
\quad Worst Hold Path Cells & 2 \\
\multicolumn{2}{l}{\textbf{Run}} \\
\quad Number of max-cap violations & 0 \\
\quad Count of warning messages emitted by the tools & 26 \\
\multicolumn{2}{l}{\textbf{Detailed routing}} \\
\quad Starting DRC count in detailed routing & $\sim$2.0k \\
\quad Residual DRC & 0 \\
\quad DRT Pass-1 Iters & 7 \\
\quad Total routed wirelength & about 150 mm \\
\quad Via count of the routed design & $\sim$28k \\
\quad Remaining number of nets flagged by the antenna check after routing & 0 \\
\quad Via/cell ratio & roughly 6.9 \\
\quad Detailed-route wire length per cell & 37.4 µm \\
\multicolumn{2}{l}{\textbf{Die}} \\
\quad Core outline area & approximately 95000 µm² \\
\quad Die width & around 310 µm \\
\quad Number of cell rows & 113 \\
\quad Core utilization at floorplan & between 50 and 60\% \\
\quad Overall chip area & just under 100000 µm² \\
\quad Die Y & 312 µm \\
\quad Count of boundary I/O pins & 113 \\
\multicolumn{2}{l}{\textbf{Placed design}} \\
\quad Half-perimeter wire length after detailed placement & about 90 mm \\
\quad Worst slack, placed & between 0.6 and 0.7 ns \\
\quad Placement-stage cell area & 51400 µm² \\
\quad Final RePlAce weighted congestion & slightly below 0.9 \\
\quad Port buffer count & 112 \\
\hline
\end{tabular}
worst max-delay path, delay by kind of cell:
| family | cells | cell delay (ns) |
|---|---|---|
| AOI/OAI and AO/OA | 2 | 0.81 |
| buffers and inverters | 3 | 1.47 |
| and+or+nand+nor | 1 | 0.69 |
power by group through the flow:
stage	clock (W)	sequential (W)	combinational, W
6_report	0.00712	0.00816	0.00150
5_1_grt	0.00747	0.00817	0.00159
4_1_cts	0.00719	0.00816	0.00149
through the flow:
stage / std cells / hold slack (ns) / utilization, %
2_1_floorplan: 2595 / 1.28 / -
3_3_place_gp: 3926 / 2.01 / 54.1
3_5_place_dp: 3926 / 2.02 / 54.1
4_1_cts: 4131 / 1.27 / 58.0
5_1_grt: 4132 / 1.32 / 58.0
6_report: 4132 / 1.30 / 58.0
layer usage:
| metal | global-route usage [%] | vias to the layer above | routed length, µm |
|---|---|---|---|
| met5 | 6.57 | - | 815 |
| met4 | 10.4 | 30 | 6060 |
| met3 | 31.4 | 361 | 31600 |
| met2 | 48.5 | 2340 | 68500 |
| met1 | 44.5 | 14200 | 47500 |
| li1 | - | 11500 | - |
cells in the final DEF (no fill, tap or decap), types with 21 or more instances in the layout:
cell type / instances
a211oi_1: 53
a221oi_1: 38
nand2_1: 85
mux4_1: 36
conb_1: 32
a22oi_1: 64
o21ai_0: 50
clkinv_2: 29
o221ai_1: 64
buf_12: 21
nor2b_1: 32
clkbuf_16: 112
nor2_4: 33
edfxtp_1: 1024
nand4_1: 32
buf_4: 149
mux2i_1: 320
a311oi_1: 32
mux2_2: 64
mux4_2: 316
clkdlybuf4s50_1: 102
a21oi_1: 32
logic make-up (layout without fill, tap and decap cells):
| logic type | after synthesis | count (layout) |
|---|---|---|
| other | 1 | 33 |
| muxes | 736 | 736 |
| buffers and inverters | 217 | 488 |
| DFF | 1024 | 1024 |
| AOI/OAI and AO/OA | 374 | 374 |
| and+or+nand+nor | 212 | 212 |
final cells by class:
cell class	count	area (µm²)	share of cell area, %
flip-flops and latches	1024	30700	55.8
clock inverters	76	868	1.57
well taps	1265	1580	2.87
inverters	2	8.76	0.0159
diodes	1	2.50	0.00454
repair buffers	281	2660	4.82
multi-input cells	1354	16400	29.7
clock buffers	129	2870	5.20
final timing paths:
path | from | to | slack (ns)
max | rs1[4] | data1[14] | 0.53
min | dataW[26] | registers[28][26] | 1.30
Power figures rest on the tool's default switching activity, not on a simulated workload.
